==> design.v <==
module apb_master#(
    parameter WDATA = 8,
    parameter WADDR = 8
)(
    input i_PCLK,
    input i_PRESETn,     
    input i_TRANSACTION,  
    input i_PREADY,  
    input [WDATA-1 : 0] i_PRDATA,    
    input [WADDR-1 : 0] i_SLV_ADDR,  
    input i_RW,  
    input [WDATA-1 : 0] i_SLV_WDATA,  
    output reg o_PSELx,
    output reg o_PENABLE,
    output reg o_PWRITE,
    output reg [WDATA-1 : 0] o_PWDATA,
    output reg [WADDR-1 : 0] o_PADDR,
    output reg [WDATA-1 : 0] o_SLV_RDATA     
);
localparam  IDLE = 2'b00,
            SETUP = 2'b01,
            ACCESS = 2'b10;
reg [1:0] state = 0;
always@(posedge i_PCLK)begin
    if(~i_PRESETn)begin
        state <= 0;
        o_PSELx <= 0;
        o_PENABLE <= 0;
        o_PWRITE <= 0;
        o_PWDATA <= 0;
        o_PADDR <= 0;
        o_SLV_RDATA <= 0;
    end
    else begin
        case(state)
            IDLE: begin
                o_PSELx <= 0;
                o_PENABLE <= 0;
                o_PWRITE <= 0;
                o_PWDATA <= 0;
                o_PADDR <= 0;
                o_SLV_RDATA <= 0;
                if(i_TRANSACTION)begin
                    state <= SETUP;
                end
                else begin
                    state <= IDLE;
                end
            end
            SETUP: begin
                o_PSELx <= 1'b1;
                o_PADDR <= i_SLV_ADDR;
                o_PWRITE <= i_RW;
                o_PENABLE <= 0;  
                if(i_RW)begin
                    o_PWDATA <= i_SLV_WDATA;
                    o_SLV_RDATA <= o_SLV_RDATA;
                end
                else begin
                    o_PWDATA <= o_PWDATA;  
                    o_SLV_RDATA <= i_PRDATA;
                end
                state <= ACCESS;
            end
            ACCESS: begin
                o_PENABLE <= 1;
                o_PSELx <= 1;
                o_PADDR <= i_SLV_ADDR;
                o_PWRITE <= i_RW;
                if(~i_RW)begin
                    o_SLV_RDATA <= i_PRDATA;
                    o_PWDATA <= o_PWDATA;
                end
                else begin
                    o_PWDATA <= i_SLV_WDATA;
                    o_SLV_RDATA <= o_SLV_RDATA;
                end
                if(i_PREADY && i_TRANSACTION)begin
                    state <= SETUP;
                end
                else if(i_PREADY && ~i_TRANSACTION)begin
                    state <= IDLE;
                end
                else begin
                    state <= ACCESS;
                end
            end
            default: begin
                state <= IDLE;
            end
        endcase
    end
end
endmodule
module apb_slave#(
    parameter WDATA = 8,
    parameter WADDR = 8
)(
    input i_PCLK,
    input i_PRESETn,     
    input i_PSELx,
    input i_PENABLE,
    input i_PWRITE,  
    input [WADDR-1 : 0] i_PADDR,
    input [WDATA-1 : 0] i_PWDATA,  
    output reg o_PREADY,
    output reg o_PSLVERR,
    output reg [WDATA-1 : 0] o_PRDATA    
);
reg [WDATA-1 : 0] mem [255:0];
always@(posedge i_PCLK)begin
    if(~i_PRESETn)begin
        o_PREADY <= 0;
        o_PSLVERR <= 0;
        o_PRDATA <= 0;
    end
    else begin
        if(i_PSELx)begin
            if(i_PENABLE)begin
                o_PREADY <= 1;  
                if(i_PWRITE)begin
                    o_PSLVERR <= 0;  
                    o_PRDATA <= 0;  
                    mem[i_PADDR] <= i_PWDATA; 
                end
                else begin
                    o_PSLVERR <= 0;  
                    o_PRDATA <= mem[i_PADDR]; 
                end
            end
            else begin
                o_PREADY <= 0;  
                o_PSLVERR <= 0;
            end
        end
        else begin
            o_PREADY <= 0;
            o_PSLVERR <= 0;
            o_PRDATA <= 0;
        end
    end
end
endmodule
module top#(
    parameter WDATA = 8,
    parameter WADDR = 8
)(
    input i_PCLK,
    input i_PRESETn,  
    input i_TRANSACTION,     
    input [WADDR-1 : 0] i_SLV_ADDR,  
    input i_RW,  
    input [WDATA-1 : 0] i_SLV_WDATA,  
    output o_PSLVERR,
    output [WDATA-1 : 0] o_PRDATA
);
wire w_PREADY;
wire w_PSELx;
wire w_PENABLE;
wire w_PWRITE;
wire [WDATA-1 : 0] w_PRDATA;     
wire [WADDR-1 : 0] w_PADDR;
wire [WDATA-1 : 0] w_PWDATA;     
apb_master#(
    .WDATA(WDATA),
    .WADDR(WADDR)
)master1(
    .i_PCLK(i_PCLK),
    .i_PRESETn(i_PRESETn),     
    .i_TRANSACTION(i_TRANSACTION),  
    .i_PREADY(w_PREADY),  
    .i_PRDATA(w_PRDATA),    
    .i_SLV_ADDR(i_SLV_ADDR),  
    .i_RW(i_RW),  
    .i_SLV_WDATA(i_SLV_WDATA),  
    .o_PSELx(w_PSELx),
    .o_PENABLE(w_PENABLE),
    .o_PWRITE(w_PWRITE),
    .o_PWDATA(w_PWDATA),
    .o_PADDR(w_PADDR),
    .o_SLV_RDATA(o_PRDATA)     
);
apb_slave#(
    .WDATA(WDATA),
    .WADDR(WADDR)
)slave1(
    .i_PCLK(i_PCLK),
    .i_PRESETn(i_PRESETn),     
    .i_PSELx(w_PSELx),
    .i_PENABLE(w_PENABLE),
    .i_PWRITE(w_PWRITE),  
    .i_PADDR(w_PADDR),
    .i_PWDATA(w_PWDATA),  
    .o_PREADY(w_PREADY),
    .o_PSLVERR(o_PSLVERR),
    .o_PRDATA(w_PRDATA)    
);
endmodule
==> run.sh <==
#!/bin/bash
# OpenROAD 26Q1-2900-gdf79404cd8, Yosys 0.63+post, stock flow scripts
make -C /OpenROAD-flow-scripts/flow DESIGN_CONFIG=/design/flow/config.mk WORK_HOME=/design/flow/orfs finish
==> config.mk <==
export PLATFORM = sky130hd
export DESIGN_NAME = top
export DESIGN_NICKNAME = top
export VERILOG_FILES = /design/flow/design.v
export SDC_FILE = /design/flow/constraint.sdc
export NUM_CORES = 4
export LEC_CHECK = 1
export CORE_UTILIZATION = 30
==> constraint.sdc <==
current_design top

set clk_period 33.4
set clk_io_pct 0.2

create_clock -name clk0 -period $clk_period [get_ports {i_PCLK}]

set non_clock_inputs [all_inputs -no_clocks]
set_input_delay [expr $clk_period * $clk_io_pct] -clock clk0 $non_clock_inputs
set_output_delay [expr $clk_period * $clk_io_pct] -clock clk0 [all_outputs]
==> git commit body <==
Log flow metrics for this revision

* Tmin final: 9.61 ns
- Dividing the final minimum period by the clock period gives 0.288.
* Sequential share of power: 0.527
* Upper clock frequency limit: 0.104 GHz
- Remaining routing DRC violations: 0
* Post-cts gate resize count: 0
- Per the GRT congestion report, total overflow comes to 0.
- The worst hold path belongs to the class reg -> reg.
- Number of register bits inferred by synthesis: 2094
- According to the floorplan log, the row count is 191.
- Total global-route track usage over all layers is 0.177.
- The global routing stage identified its most utilized layer as met2.
* Clock Skew: 0.0384 ns
- Detail Route Antenna Nets: 0
* Die ar.: 0.276 mm2
- Data arrives at the worst endpoint at 10.06 ns.
* Final-report max-slew violation count: 0
- Fin Hold WS: 0.464 ns
- Worst-path maximum fanout: 31
- CTS Buf Count: 207
* Sum of net half-perimeters after detailed placement: 142000 um
- The power report lists cell-internal power as 4.31 mW.
* Leading area contributor after synthesis: sky130_fd_sc_hd__edfxtp_1
- The run finished with clean final reports.
* Wire length of the first global-routing pass: 324000 um
- Per the run summary, max-cap violations total 0.
- The post-synth count of flops with an enable pin is 2048.
* FP Util: 0.303
- Dividing the detail-routed via count by the number of cells gives 5.20.
* Total number of vias: 40686
- Syn Area/Cell: 20.8 um2
- Synthesized cell area: 0.0821 mm2
- The pin closest to its max-slew limit shows a slew of 0.985 ns.
* RSZ-0062 raised after global routing: no
- The detailed router finished its first iteration with 3205 violations.
* Pre-Repair DR Iteration Count: 6
* Clock transition at the registers of the reported paths: 0.06 ns
* Number of global-route vias before repair: 45519
* Wirelength per Cell: 29.1 um
- The cell sitting at the root of the clock tree is a sky130_fd_sc_hd__clkbuf_16.
* Core area: 0.271 mm2
* CP startpoint kind: input pin
* Met1 capacity usage during global routing: 0.184
* Number of standard cells reported by yosys: 3941
* Leakage: 24.9 nW
- TritonCTS built the clock tree.
* Required @ worst endpoint: 33.84 ns
- In the global route stage, met3 resource usage came out at 0.144.
* Final tally of hold violations: 0
- The global routing report lists met2 layer usage as 0.265.
- Post-detailed-routing wire length: 228000 um
* Chip Height: 525 um
- Worst relative slew slack: 0.338
- OpenROAD emitted warnings numbering 33.
* Maximum buffer depth of the clock tree: 3
- Leading cell types by count after synthesis: sky130_fd_sc_hd__edfxtp_1, sky130_fd_sc_hd__mux4_2, sky130_fd_sc_hd__nor2_1
- The switching portion of total power comes to 0.212.
* Sequential fraction of the synthesis area: 0.760
- RePlAce ended its routability-driven mode at a weighted congestion of 0.938.
- Setup Buffers After CTS: 0
* Sum of negative setup slack: 0 ns
- Synth async-reset ratio: 0
* Tally of buffers added on design ports: 27
* Type of the worst setup path: in -> reg
* Clock latency on the worst-skew pair: 0.85 ns
- The number of hold buffers added after CTS was 0.
- STA classifies the critical path endpoint as a flip-flop.
- Cell count after synthesis: 3941
- The number of clock sinks came to 2094.
* Area Overhead vs Synth: 13.3%
* Most common flop cell mapped by yosys: sky130_fd_sc_hd__edfxtp_1
- The analysis attributes to net switching a power of 1.16 mW.
- Entering global routing, the biggest net connects 105 pins.
- Of the total power, the clock network draws 0.432.
- H-tree depth: 4
- By instance count, the leading cell after synthesis is sky130_fd_sc_hd__edfxtp_1.
* Layout fillers: 24877
* Die width: 525 um
- Per the final layout report, the fraction of cells sized above drive strength 1 comes to 0.216.
* Number of ports placed on the die boundary: 29
* Final setup fails: 0
- During synthesis, Yosys emitted a total of 2 warnings.
- The highest supply drop recorded on VDD is 0.0501 mV.
* Chip area estimate from yosys synthesis: 0.0821 mm2
- The share of total power dissipated in combinational logic is 0.041.
* Share of Yosys cell area claimed by the top area cell type: 0.749
- In the Yosys stats the netlist draws on 74 distinct library cells.
- In this run the power density over the cells is 58.7 mW/mm2.
- Top area cells in the synthesized netlist: sky130_fd_sc_hd__edfxtp_1, sky130_fd_sc_hd__mux4_2, sky130_fd_sc_hd__mux2i_1
* Initial antenna violation count: 11
state kept, by name (all words and copies together) (netlist names), named ones only:
signal and cells:
slave1.mem 2048, master1.o_PADDR 8, master1.o_PWDATA 8, master1.o_SLV_RDATA 8
slave1.o_PRDATA 8, master1.state 2, master1.o_PENABLE 1, master1.o_PSELx 1
master1.o_PWRITE 1, slave1.o_PREADY 1
layout by cell type (no fill, tap or decap), types with 18 or more instances in the layout:
cell	Yosys	layout
sky130_fd_sc_hd__buf_4	26	129
sky130_fd_sc_hd__edfxtp_1	2048	2048
sky130_fd_sc_hd__clkinv_1	0	35
sky130_fd_sc_hd__o21ai_0	35	35
sky130_fd_sc_hd__bufinv_16	0	27
sky130_fd_sc_hd__mux4_1	50	50
sky130_fd_sc_hd__a22oi_1	53	53
sky130_fd_sc_hd__o22ai_1	69	69
sky130_fd_sc_hd__a211oi_1	29	29
sky130_fd_sc_hd__o221ai_1	42	42
sky130_fd_sc_hd__a21oi_1	48	48
sky130_fd_sc_hd__clkbuf_1	76	31
sky130_fd_sc_hd__clkdlybuf4s50_1	0	27
sky130_fd_sc_hd__mux2i_1	180	180
sky130_fd_sc_hd__nor3_1	26	26
sky130_fd_sc_hd__clkinvlp_4	0	18
sky130_fd_sc_hd__nor2b_1	52	51
sky130_fd_sc_hd__clkbuf_16	0	210
sky130_fd_sc_hd__nand3_1	32	26
sky130_fd_sc_hd__nand2_1	99	96
sky130_fd_sc_hd__mux4_2	410	410
sky130_fd_sc_hd__clkinv_2	0	39
sky130_fd_sc_hd__nor2_1	306	306
sky130_fd_sc_hd__dfxtp_1	46	33
critical path: stages:
cell	delay, ns
sky130_fd_sc_hd__clkdlybuf4s50_1	0.46
sky130_fd_sc_hd__buf_4	0.27
sky130_fd_sc_hd__and3_1	0.25
sky130_fd_sc_hd__and2_1	0.27
sky130_fd_sc_hd__nand2_1	0.08
sky130_fd_sc_hd__nor2_1	0.56
sky130_fd_sc_hd__nand2_1	0.69
sky130_fd_sc_hd__nor2_1	0.75
path summary, 6_finish.rpt:
path | from | to | slack (ns) | cells past startpoint
worst min register to register | slave1.o_PRDATA[4] | slave1.o_PRDATA[4] | 0.46 | 2
worst max-delay path | i_PRESETn | slave1.mem[87][6] | 23.79 | 8
worst max register to register | flip-flop | slave1.o_PRDATA[5] | 27.32 | 11
worst min-delay path | slave1.o_PRDATA[4] | slave1.o_PRDATA[4] | 0.46 | 2
power groups by stage:
stage	Sequential (mW)	Clock, mW	Combinational (mW)
CTS	2.88	2.39	0.223
global route	2.88	2.50	0.235
finish	2.88	2.36	0.223
cell families (layout without fill, tap and decap cells):
logic type / after synthesis / after routing / share of synthesized area
flops: 2094 / 2094 / 0.760
mux: 647 / 647 / 0.151
simple gates: 584 / 584 / 0.0316
compound gates: 370 / 370 / 0.0319
buf+inv: 241 / 550 / 0.0246
fa+ha+maj: 4 / 4 / 0.000609
other cells: 1 / 12 / 0.0000457
stage by stage:
| step | instances | power [mW] | cell area, um2 | setup WS [ns] | util |
|---|---|---|---|---|---|
| 5_1_grt | 7824 | 5.61 | 93000 | 23.64 | 0.343 |
| 6_report | 7831 | 5.47 | 93100 | 23.79 | 0.343 |
| 4_1_cts | 7820 | 5.50 | 93000 | 23.81 | 0.343 |
| 3_3_place_gp | 7439 | 3.16 | 86100 | 23.03 | 0.317 |
| 2_1_floorplan | 3941 | 3.08 | 82100 | 24.82 | - |
| 3_5_place_dp | 7439 | 3.16 | 86100 | 22.94 | 0.317 |
routing by layer:
layer / wire (um) / vias up
met5: 401 / -
met4: 10100 / 18
met3: 39700 / 488
met2: 106000 / 3030
met1: 71400 / 20427
li1: - / 16723
cell type report:
class | count | area, um2 | area share
Clock inverter | 140 | 1590 | 0.0170
Antenna cell | 11 | 27.5 | 0.000296
Inverter | 7 | 26.3 | 0.000282
Multi-Input combinational cell | 1606 | 17700 | 0.191
Clock buffer | 241 | 5370 | 0.0577
Sequential cell | 2094 | 62500 | 0.671
Tap cell | 3570 | 4470 | 0.0480
Timing Repair Buffer | 162 | 1360 | 0.0146
No activity file was given, so power comes from the tool's default toggle rates.
